==> design/flow/design.v <==
`timescale 1 ns / 10 ps
module tx_fifo
       (
         input PCLK,
         input CLEAR_B, PSEL, PWRITE,
         input [ 7: 0 ] PWDATA,
         input NextWord,
         output ValidWord, IsEmpty,
         output [ 7: 0 ] TxData,
         output SSPTXINTR
       );
reg [ 7: 0 ] memory [ 3: 0 ];
integer i;
reg [ 1: 0 ] FIFO_head, FIFO_tail;
reg FIFO_full, FIFO_empty;
assign SSPTXINTR = FIFO_full;
assign IsEmpty = FIFO_empty;
assign ValidWord = ~FIFO_empty;
wire FIFO_almost_full = ( FIFO_head == FIFO_tail + 2'b1 );
wire FIFO_almost_empty = ( FIFO_head + 2'b1 == FIFO_tail );
wire P_writing = PSEL && PWRITE;
assign TxData = memory[ FIFO_head ];
always @( posedge PCLK ) begin
  if ( ~CLEAR_B )
  begin
    FIFO_head <= 2'b0;
    FIFO_tail <= 2'b0;
    FIFO_full <= 1'b0;
    FIFO_empty <= 1'b1;
    for ( i = 0; i < 4; i = i + 1 )
    begin
      memory[ i ] <= 8'b0;
    end
  end else
  begin
    if ( NextWord && P_writing )
    begin
      FIFO_head <= FIFO_head + 2'b1;
      FIFO_tail <= FIFO_tail + 2'b1;
      FIFO_full <= FIFO_full;
      FIFO_empty <= FIFO_empty;
      memory[ FIFO_tail ] <= PWDATA;
    end else if ( NextWord )
    begin
      FIFO_head <= FIFO_head + 2'b1;
      FIFO_tail <= FIFO_tail;
      FIFO_full <= 1'b0;
      FIFO_empty <= FIFO_almost_empty;
    end else if ( P_writing )
    begin
      if ( FIFO_full )
      begin
        FIFO_head <= FIFO_head;
        FIFO_tail <= FIFO_tail;
        FIFO_full <= FIFO_full;
        FIFO_empty <= 1'b0;
      end else
      begin
        FIFO_head <= FIFO_head;
        FIFO_tail <= FIFO_tail + 2'b1;
        FIFO_full <= FIFO_almost_full;
        FIFO_empty <= 1'b0;
        memory[ FIFO_tail ] <= PWDATA;
      end
    end else
    begin
      FIFO_head <= FIFO_head;
      FIFO_tail <= FIFO_tail;
      FIFO_full <= FIFO_full;
      FIFO_empty <= FIFO_empty;
    end
  end
end
endmodule
==> design/flow/run.sh <==
#!/bin/bash
# OpenROAD 26Q1-2900-gdf79404cd8, Yosys 0.63+post, stock flow scripts
make -C /OpenROAD-flow-scripts/flow DESIGN_CONFIG=/design/flow/config.mk WORK_HOME=/design/flow/orfs finish
==> design/flow/config.mk <==
export PLATFORM = sky130hd
export DESIGN_NAME = tx_fifo
export DESIGN_NICKNAME = tx_fifo
export VERILOG_FILES = /design/flow/design.v
export SDC_FILE = /design/flow/constraint.sdc
export NUM_CORES = 4
export LEC_CHECK = 1
export CORE_AREA = 10 10 113 113
export DIE_AREA = 0 0 123 123
==> design/flow/constraint.sdc <==
current_design tx_fifo

set clk_period 2.3
set clk_io_pct 0.2

create_clock -name clk0 -period $clk_period [get_ports {PCLK}]

set non_clock_inputs [all_inputs -no_clocks]
set_input_delay [expr $clk_period * $clk_io_pct] -clock clk0 $non_clock_inputs
set_output_delay [expr $clk_period * $clk_io_pct] -clock clk0 [all_outputs]
==> results.cfg <==
; physical design summary
[outcome]
status = completed

[placement]
dp.cells = 299
routabilityCongestion = 0.775
place_hpwl_um = 2710
io_buffer_count = 23

[die]
rows = 37
core_area_sq_um = 10300
die_area_sq_um = 15100
die_h_um = 123
fp_util = 0.185
die_w_um = 123
io_pins = 24

[yosys]
yosysWarnings = 1
synthCells = 139
topCellsByArea = edfxtp_1 50%, mux4_2 9.4%, dfxtp_1 8.4%
yosysSeqAreaShare = 0.587
yosysUniqueCellTypes = 33
synth-main-ff-cell = edfxtp_1
synthArstFlopShare = 0
avgSynthCellArea_sq_um = 13.7
synth-edff-count = 32
ys_cells = 139
synth_area_sq_um = 1910
netlist.area_leader.share = 0.503
yosys.area.top_type = edfxtp_1
ys_chip_area_sq_um = 1910
ys_ff = 40

[worst_setup_path]
cp.arrival_ps = 1730
crit_slowest_cell = mux4_2
worstSetupPathType = flop to output pin
setup.worst_path.start_class = flop
r2r_slack_ps = 760
reg2reg_from = FIFO_tail[0]$_SDFFE_PN0P_
ff2ff_path_depth = 3
crit_required_ps = 1840
cp-end-kind = output pin
cp_top_family = buffers and inverters
slowest_delay_ps = 530
path_buffers = 2
path_cells = buf_6 > mux4_2 > clkdlybuf4s50_1
critPathMaxFanout = 8
timing.rr.end = memory[1][2]$_SDFFCE_PN0P_

[routing]
routed.top_layer = met4
antenna_left = 0
wire_per_inst_um = 12.8
antennaDiodeCount = 0
met1_length_um = 1810
vias_per_cell = 3.82
num_vias = 1172
drc_errors = 0
first_pass_iters = 4
wl_met2_um = 1710
wl_met3_um = 342
drt_iter0_markers = 53
wl_um = 3920

[finish]
layout_top_cells = 32 x edfxtp_1, 24 x and3_1, 23 x clkdlybuf4s50_1, 10 x and2_1, 9 x buf_4
lay_top_count = edfxtp_1
final-comb-area_sq_um = 706
drive_gt1_frac = 0.158
area_growth_pct = 27.8
fillers = 1048
post-route-util = 0.236
finalNonFillerCells = 307
seq_area_sq_um = 1120

[cts]
cts_tree = done
clkLatencyLatePin_ps = 290
numCtsBuffers = 5
clk_pin_slew_worst_paths_ps = 80
cts_hold_buffers = 0
root_buffer = clkbuf_8
cts_setup_buffers = 0
clock_path_buffers = 2
cts_max_level = 2
cts.sinks = 40

[timing]
finalSetupViolations = 0
tightestPinTransition_ps = 639
grt_setup_unrepaired = no
fin_crit_sh = 0.954
period_minus_slack_ps = 2190
finalHoldViolCount = 0
relSlewSlack = 0.573
drv_slew = 0
final.setup_skew_ps = 8.58
fmax_mhz = 456

[global_route]
antenna_found_initial = 0
grt_max_degree = 33
grt_usage = 0.0534
grt_pass1_wl_um = 6360
first_global_vias = 1211
globalRoute.totalOverflow = 0

[job]
drv_cap = 0
warnings = 26

[worst_hold_path]
hold_depth = 1
min_path_type = flop to flop
holdCritStartpoint = FIFO_full$_SDFFE_PN0P_
min_delay_worst_endpoint = FIFO_full$_SDFFE_PN0P_

[pwr]
irDropWorstVdd_uv = 363
powerDensity_nw_per_um2 = 686
p_leak_nw = 0.945
## report_power, final
part | internal [mW] | total [mW] | switching, mW
registers | 0.828 | 0.859 | 0.0309
clock network | 0.321 | 0.569 | 0.248
logic | 0.144 | 0.247 | 0.102
## synthesized netlist by cell type, types with 2 or more instances
cell type,number
edfxtp_1,32
and3_1,24
and2_1,10
dfxtp_1,8
mux4_2,8
inv_1,6
nand2_1,5
nor2_1,5
buf_2,3
buf_6,3
mux2i_1,3
nand3b_1,3
nor2b_1,3
o21ai_0,3
xor2_1,3
clkbuf_1,2
ha_1,2
## area by class of cell
cell class | instances | area share
flip-flops and latches | 40 | 0.459
multi-input cells | 84 | 0.289
repair buffers | 33 | 0.127
well taps | 136 | 0.0697
clock buffers | 5 | 0.0282
clock inverters | 3 | 0.0174
inverters | 6 | 0.00923
## metal layers
metal	GRT usage	vias to the layer above
met1	0.0753	545
met2	0.0810	36
met3	0.0194	8
met4	0.00655	0
li1	-	583
met5	0	-
## flip-flops by register name, summed over array words and instances (netlist names), named ones only
name,flops
FIFO_full,1
memory,32
FIFO_head,2
FIFO_empty,1
FIFO_tail,2
## kinds of logic after synthesis
kind of cell / count (synthesis) / synth area share
adder cells (fa/ha/maj): 2 / 0.0131
AND/OR/NAND/NOR: 56 / 0.183
flip-flops: 40 / 0.587
buffers and inverters: 15 / 0.0432
XOR/XNOR: 4 / 0.0184
multiplexers: 11 / 0.110
AND-OR/OR-AND: 11 / 0.0452
## worst max-delay path by stage
stage | cells past startpoint | start | slack (ps) | to
final | 3 | flop | 110 | TxData[4]
after CTS | 3 | flop | 30 | TxData[4]
after global routing | 3 | flop | 30 | TxData[4]
## per-stage QoR
step / TNS [ps] / area [sq um] / hold WS [ps] / total power [mW] / worst slack, ps
after CTS: 0 / 2440 / 560 / 1.69 / 28.7
final: 0 / 2440 / 551 / 1.67 / 106
after global placement: 0 / 2320 / 546 / 1.12 / 47.1
after detailed placement: -95.0 / 2320 / 538 / 1.13 / -19.8
after global routing: 0 / 2440 / 609 / 1.75 / 28.6
after floorplan: 0 / 1910 / 468 / 0.996 / 186
## what timing repair did
item / CTS / global route
gates resized: 0 / 1
setup endpoints to repair: 0 / 3
hold endpoints to repair: 0 / 0
Power figures rest on the tool's default switching activity, not on a simulated workload.
