**config.mk**
```make
export PLATFORM = sky130hd
export DESIGN_NAME = rx_fifo
export DESIGN_NICKNAME = rx_fifo
export VERILOG_FILES = /design/flow/design.v
export SDC_FILE = /design/flow/constraint.sdc
export NUM_CORES = 4
export LEC_CHECK = 1
export CORE_UTILIZATION = 30
```
**constraint.sdc**
```tcl
current_design rx_fifo

set clk_period 3.5
set clk_io_pct 0.2

create_clock -name clk0 -period $clk_period [get_ports {PCLK}]

set non_clock_inputs [all_inputs -no_clocks]
set_input_delay [expr $clk_period * $clk_io_pct] -clock clk0 $non_clock_inputs
set_output_delay [expr $clk_period * $clk_io_pct] -clock clk0 [all_outputs]
```
**design.v**
```verilog
`timescale 1 ns / 10 ps
module rx_fifo
       (
         input PCLK,
         input CLEAR_B, PSEL, PWRITE,
         input [ 7: 0 ] RxData,
         input NextWord,
         output [ 7: 0 ] PRDATA,
         output SSPRXINTR
       );
reg [ 7: 0 ] memory [ 3: 0 ];
integer i;
reg [ 1: 0 ] FIFO_head, FIFO_tail;
reg FIFO_full;
assign SSPRXINTR = FIFO_full;
wire FIFO_almost_full = ( FIFO_head == FIFO_tail + 2'b1 );
wire FIFO_almost_empty = ( FIFO_head + 2'b1 == FIFO_tail );
wire P_reading = PSEL && ~PWRITE;
assign PRDATA = memory[ FIFO_head ];
always @( posedge PCLK ) begin
  if ( ~CLEAR_B )
  begin
    FIFO_head <= 2'b0;
    FIFO_tail <= 2'b0;
    FIFO_full <= 1'b0;
    for ( i = 0; i < 4; i = i + 1 )
    begin
      memory[ i ] <= 8'b0;
    end
  end else
  begin
    if ( P_reading && NextWord )
    begin
      FIFO_head <= FIFO_head + 2'b1;
      FIFO_tail <= FIFO_tail + 2'b1;
      FIFO_full <= FIFO_full;
      memory[ FIFO_tail ] <= RxData;
    end else if ( P_reading )
    begin
      FIFO_head <= FIFO_head + 2'b1;
      FIFO_tail <= FIFO_tail;
      FIFO_full <= 1'b0;
    end else if ( NextWord )
    begin
      if ( FIFO_full )
      begin
        FIFO_head <= FIFO_head;
        FIFO_tail <= FIFO_tail;
        FIFO_full <= FIFO_full;
      end else
      begin
        FIFO_head <= FIFO_head;
        FIFO_tail <= FIFO_tail + 2'b1;
        FIFO_full <= FIFO_almost_full;
        memory[ FIFO_tail ] <= RxData;
      end
    end else
    begin
      FIFO_head <= FIFO_head;
      FIFO_tail <= FIFO_tail;
      FIFO_full <= FIFO_full;
    end
  end
end
endmodule
```
**run.sh**
```bash
#!/bin/bash
# OpenROAD 26Q1-2900-gdf79404cd8, Yosys 0.63+post, stock flow scripts
make -C /OpenROAD-flow-scripts/flow DESIGN_CONFIG=/design/flow/config.mk WORK_HOME=/design/flow/orfs finish
```
==> results.json <==
{
  "place_area_um2": 2060,
  "grt_pass1_vias": 1038,
  "insertedDiodeCount": 0,
  "portBuffers": 21,
  "crit_path_start_kind": "flop",
  "yosysTopAreaCell": "edfxtp_1",
  "stdcell_area_um2": 2160,
  "finalHoldViolCount": 0,
  "ctsHoldBuffers": 0,
  "syn_avg_cell_area_um2": 15.1,
  "die_h_um": 78.4,
  "mux_share": 0.109,
  "dominantRegCellSynth": "edfxtp_1",
  "most_common_cell": "edfxtp_1",
  "postRouteAntennaNets": 0,
  "wl_per_cell_um": 14.8,
  "routed_wl_um": 3190,
  "fin_crit_ns": 2.69,
  "hpwl_um": 2160,
  "critPathKind": "flop to primary output",
  "drive_gt1_frac": 0.215,
  "grt_max_degree": 12,
  "antenna_found_initial": 0,
  "grt_pass1_wl_um": 5240,
  "critPathCaptureType": "primary output",
  "ys_seq_frac": 0.629,
  "skew_ns": 0.00686,
  "pre_cts_slack_ns": 0.884,
  "rsz0062_at_grt": "false",
  "rrSetupSlack_ns": 1.95,
  "max_cap_viol_count": 0,
  "required_ns": 2.80,
  "fp_util": 0.314,
  "fin_tns_setup_ns": 0,
  "critical_path.slowest_cell": "dfxtp_1",
  "cts.sinks": 39,
  "status": "completed",
  "edf_count": 32,
  "xor_area_frac": 0.0200,
  "clk_pin_slew_ns": 0.06,
  "synthArstFlopShare": 0,
  "drt-met1-wl_um": 1410,
  "fin_util": 0.388,
  "synthTopCellsByCount": "edfxtp_1 (32), and2_1 (24), and2_2 (8), mux4_2 (8), dfxtp_1 (7)",
  "dp.cells": 209,
  "syn-cell-area_um2": 1750,
  "synthAdderAreaFrac": 0,
  "setup_violations": 0,
  "min_path_type": "flop to flop",
  "ctsResizeCount": 0,
  "drc": 0,
  "maxSlewHeadroom": 0.593,
  "endpoint": "PRDATA[2]",
  "rr_endpoint": "memory[2][7]",
  "top_cells_by_area": "edfxtp_1 (55%), mux4_2 (10%), and2_1 (8.6%)",
  "reg2reg_from": "FIFO_full",
  "synth.cellmix.compoundShare": 0.0386,
  "route.met2.wl_um": 1440,
  "top_logic_kind": "simple AND/OR/NAND/NOR gates",
  "worst_pin_slew_ns": 0.609,
  "ir_drop_v": 0.000171,
  "io_pins": 22,
  "p_per_area_nw_per_um2": 480,
  "overflow": 0,
  "synth_top_area_share": 0.549,
  "timing.hold.ws_ns": 0.552,
  "gp_congestion": 0.878,
  "htreeDepth": 2,
  "simple_gate_area_frac": 0.181,
  "fp.dieArea_um2": 6140,
  "synth_flops": 39,
  "leakage_nw": 0.787,
  "coreArea_um2": 5570,
  "gr-usage-all-layers": 0.120,
  "max_freq_mhz": 371,
  "cp_max_fo": 8,
  "instances_no_fill": 216,
  "r2r_cells": 3,
  "met3_length_um": 268,
  "cts_tree": "yes",
  "drt_iter0_markers": 60,
  "cts_root_buf": "clkbuf_8",
  "postCtsSetupRepairBufs": 0,
  "die_x_um": 78.4,
  "cp_slowest_stage_delay_ns": 0.71,
  "cts_buffer_depth": 2,
  "ys_cells": 116,
  "drt_pass1_iterations": 4,
  "worst_slack_ns": 0.806,
  "period_used_share": 0.770,
  "ys_warn_count": 1,
  "cts_made_buffers": 5,
  "synth_cells": 116,
  "rows": 27,
  "path_cells": "mux4_2, clkdlybuf4s50_1",
  "finalMaxSlewViolations": 0,
  "yosys_area_um2": 1750,
  "clock_latency_ns": 0.29,
  "vias": 978,
  "syn2layout_area_growth_pct": 23.5,
  "power_mw": 1.04,
  "log.warning_count": 25,
  "via_per_inst": 4.53,
  "ys_types": 26,
  "top_layer_used": "met4",
  "arrival_ns": 1.99
}
## critical path, delay by kind of cell, from the launching register on
family / cells / cell delay [ns]
muxes: 1 / 0.58
DFF: 1 / 0.71
buffers and inverters: 1 / 0.42
## routing by layer
metal | global-route usage | up-vias
li1 | - | 470
met1 | 0.176 | 463
met2 | 0.176 | 38
met3 | 0.0519 | 7
met4 | 0.0204 | 0
met5 | 0 | -
## cells by family after synthesis
family | after synthesis
compound gates | 9
xor+xnor | 4
buf+inv | 9
flops | 39
mux | 9
simple gates | 46
## cells in the final DEF (no fill, tap or decap), types with 2 or more instances in the layout
cell type        netlist  routed
a21oi_1                2       2
and2_1                24      24
and2_2                 8       8
buf_4                  1       4
clkbuf_8               0       5
clkdlybuf4s50_1        0      21
dfxtp_1                7       7
edfxtp_1              32      32
inv_1                  4       4
mux4_2                 8       8
nand2b_1               2       2
nor2_1                 6       6
o21ai_0                3       3
o31ai_1                2       2
xnor2_1                3       3
## how the worst min path moves through the flow
| stage | start | to | cells after the start |
|---|---|---|---|
| after global routing | FIFO_full | FIFO_full | 2 |
| after CTS | FIFO_full | FIFO_full | 2 |
| final | FIFO_full | FIFO_full | 2 |
## state kept, by name (all words and copies together) (netlist names), named ones only
register,cells
FIFO_full,1
FIFO_head,2
FIFO_tail,2
memory,32
## power breakdown
part	internal (mW)	switching (mW)
clock network	0.209	0.144
registers	0.539	0.0228
logic	0.0786	0.0448
## area by class of cell
cell class | count | area (µm²)
clock buffer | 6 | 72.6
clock inverter | 1 | 30.0
fill | 521 | 3410
inverter | 5 | 18.8
multi-input combinational | 68 | 609
sequential | 39 | 1100
tap | 72 | 90.1
timing repair buffer | 25 | 240
Power and IR drop assume default switching activity.
