==> design/flow/config.mk <==
export PLATFORM = sky130hd
export DESIGN_NAME = P1
export DESIGN_NICKNAME = P1
export VERILOG_FILES = /design/flow/design.v
export SDC_FILE = /design/flow/constraint.sdc
export NUM_CORES = 4
export LEC_CHECK = 1
export CORE_AREA = 10 10 70 70
export DIE_AREA = 0 0 80 80
==> design/flow/constraint.sdc <==
current_design P1

set clk_period 4.4
set clk_io_pct 0.2

create_clock -name clk0 -period $clk_period

set non_clock_inputs [all_inputs -no_clocks]
set_input_delay [expr $clk_period * $clk_io_pct] -clock clk0 $non_clock_inputs
set_output_delay [expr $clk_period * $clk_io_pct] -clock clk0 [all_outputs]
==> design/flow/design.v <==
module P1(
	input [3:0] X,
	input [3:0] Y,
	output [7:0] P
);
	wire c1,c2,c3,c4,c5,c6,c7,c8,c9,c10,c11;
	wire d1,d2,d3,d4,d5,d6,d7;
	wire e1,e2,e3;
	wire f1,f2,f3,f4,f5,f6,f7;
	wire g1,g2,g3,g4;
	and(c1,X[3],Y[1]),
 	   (c2,X[2],Y[2]),
	   (c3,X[1],Y[3]),
	   (c4,X[3],Y[0]),
	   (c5,X[2],Y[1]),
	   (c6,X[1],Y[2]),
	   (c7,X[2],Y[0]),
	   (c8,X[1],Y[1]),
	   (c9,X[0],Y[2]),
	   (c10,X[1],Y[0]),
	   (c11,X[0],Y[1]),
	   (P[0],X[0],Y[0]);
	FA fa1(c1,c2,c3,d2,d1);
	FA fa2(c4,c5,c6,d4,d3);
	FA fa3(c7,c8,c9,d6,d5);
	FA fa4(c10,c11,1'b0,P[1],d7);
	and(e1,X[2],Y[3]),
	   (e2,X[3],Y[2]),
	   (e3,X[0],Y[3]);
	FA fa5(e1,e2,d1,f2,f1);
	FA fa6(d2,d3,f5,f4,f3);
	FA fa7(d4,e3,d5,f6,f5);
	FA fa8(d6,d7,1'b0,P[2],f7);
	and(g1,X[3],Y[3]);
	FA fa9(g1,f1,g2,P[6],P[7]);
	FA fa10(f2,f3,g3,P[5],g2);
	FA fa11(f4,1'b0,g4,P[4],g3);
	FA fa12(f6,f7,1'b0,P[3],g4);
endmodule
module Test_P1; 
	reg [3:0] A,B;
	wire [7:0] P;
	initial
	begin
	$monitor("A = %b \t B = %b \t Product = %b",A,B,P);
	A = 4'b0010;	B = 4'b0100;
	#20
	A = 4'b1111;	B = 4'b0011;
	end
	P1 M1(A, B, P);
endmodule
module FA (A, B, cin, sum, cout);
	input A,B,cin;
	output sum,cout;
	assign sum = A^B^cin;
	assign cout = (A&B)|(A&cin)|(B&cin);
endmodule
==> design/flow/run.sh <==
#!/bin/bash
# OpenROAD 26Q1-2900-gdf79404cd8, Yosys 0.63+post, stock flow scripts
make -C /OpenROAD-flow-scripts/flow DESIGN_CONFIG=/design/flow/config.mk WORK_HOME=/design/flow/orfs finish
==> results.py <==
# Auto-generated metrics
metrics = {
    "detailed_routing": {
        "wl_per_cell_microns": 8.93,
        "wl_microns": 884,
        "viasPerCell": 2.95,
        "drtPass1Iterations": 2,
        "ant_nets": 0,
        "insertedDiodeCount": 0,
        "vias": 292,
        "dr.first_iter.drc_count": 4,
        "drc": 0,
    },
    "job": {
        "cap_violations": 0,
        "tool_warnings": 34,
    },
    "critical_path": {
        "critical_path_required_ns": 3.52,
        "cp_top_family": "adder cells",
        "worst_path_most_repeated_cell": "fa_2",
        "worst-path-buf-inv": 2,
        "cp_max_fo": 3,
        "critPathCaptureType": "output port",
        "path_cells": "buf_8 -> and2_4 -> fa_1 -> fa_2 -> fa_1 -> ha_2 -> fa_2 -> fa_2 -> buf_2",
        "cp_num_cells": 9,
        "slowest_stage": "fa_2",
        "slowest_delay_ns": 0.52,
        "crit_arrival_ns": 3.64,
        "worstSetupPathType": "in -> out",
        "startpoint_type": "input port",
    },
    "min_path": {
        "hold_end": "P[7]",
        "holdPathStages": 4,
        "hold_class": "in -> out",
        "hold_start": "X[3]",
    },
    "die": {
        "core_sq_um": 3420,
        "die_area_sq_um": 6400,
        "rows": 21,
        "die_w_microns": 80,
        "die-height_microns": 80,
        "fp-utilization": 0.106,
        "ios": 16,
    },
    "status": {
        "outcome": "complete, but fails checks",
        "violations": "setup timing",
    },
    "power": {
        "total_power_uw": 66.9,
        "ir_drop_uv": 19.5,
        "swShare": 0.339,
        "switching_power_uw": 22.7,
        "power_density_nw_per_um2": 112,
        "cellLeakagePower_uw": 0.000279,
        "pwr-share-clk": 0,
        "pwr-share-comb": 1.000,
        "power_frac_seq": 0,
        "intPower_uw": 44.2,
    },
    "timing": {
        "whs_ns": 2.29,
        "rsz0062_at_grt": "true",
        "slew-limit-headroom": 0.931,
        "slew_viol_final": 0,
        "period_used_share": 1.03,
        "setup-violations-final": 1,
        "post-route-min-period_ns": 4.52,
        "tightest_slew_ns": 0.103,
        "fmax_ghz": 0.221,
        "hold_viol_final": 0,
        "setup_ws_ns": -0.122,
    },
    "cells_and_area": {
        "area_delta_synth_final_pct": 65.1,
        "design_area_sq_um": 597,
        "post-route-util": 0.175,
        "lay_top_cells": "and2_4 (6), buf_6 (6)",
        "nClkBuffers": 0,
        "seqCellArea_sq_um": 0,
        "fillers": 377,
        "seq_cells": 0,
        "logic_area_sq_um": 325,
        "drive_gt1_frac": 0.491,
    },
    "grt": {
        "grt_pass1_wl_mm": 1.34,
        "grtUsageTotal": 0.0252,
        "overflow": 0,
        "grt_max_degree": 5,
        "antenna_found_initial": 0,
        "grt_pass1_vias": 294,
    },
    "placement": {
        "gp_congestion": 0.778,
        "placed_area_sq_um": 559,
        "dp_hpwl_microns": 839,
        "io_buffers": 16,
    },
    "synthesis": {
        "synth_cells": 38,
        "syn-cell-area_sq_um": 362,
        "avgSynthCellArea_sq_um": 9.52,
        "ys_cells": 38,
        "ys_warn_count": 0,
        "ys_types": 6,
        "ys_seq_frac": 0,
        "yosys_area_sq_um": 362,
    },
    "cts": {
        "cts_hold_buffers": 0,
    },
}
[routing by layer]
| layer | track usage | share of wire | vias to the layer above |
|---|---|---|---|
| met2 | 0.0522 | 0.61 | 4 |
| met4 | 0 | 0 | 0 |
| met3 | 0.00114 | 0.040 | 0 |
| li1 | - | - | 140 |
| met5 | 0 | 0 | - |
| met1 | 0.0286 | 0.35 | 148 |
[cells by family after synthesis]
family,after synthesis,share of synthesized area
buf+inv,10,0.176
simple gates,16,0.242
fa+ha+maj,12,0.581
[per-stage QoR]
step	worst slack, ns	setup TNS, ns	cells
2_1_floorplan	0.00870	0	38
3_3_place_gp	-0.936	-2.30	97
3_5_place_dp	-0.948	-2.31	97
4_1_cts	-0.184	-0.207	98
5_1_grt	-0.180	-0.187	99
6_report	-0.122	-0.122	99
[synthesized netlist by cell type]
cell type  count  share of area
nand2_1        5          0.052
and2_1        11           0.19
buf_4          7           0.15
fa_1           8           0.44
ha_1           4           0.14
inv_1          3          0.031
[final cells by class]
| class | count | share of cell area |
|---|---|---|
| inverters | 3 | 0.0189 |
| multi-input cells | 28 | 0.545 |
| well taps | 46 | 0.0964 |
| repair buffers | 22 | 0.340 |
[power by group through the flow]
stage	registers [uW]	clock network [uW]	logic (uW)
finish	0	0	66.9
global route	0	0	76.0
CTS	0	0	67.7
[worst max-delay path by stage]
stage / to / start
after CTS: P[6] / Y[2]
after global routing: P[6] / X[2]
final: P[6] / X[2]
[repair_timing]
action / 4_1_cts / 5_1_grt
gates cloned: 0 / 0
setup buffers: 1 / 1
setup endpoints to repair: 4 / 2
pin swaps: 12 / 7
resized: 54 / 3
Power is estimated from default activity; no workload was simulated.
